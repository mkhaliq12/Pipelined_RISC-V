$ cat flow/constraint.sdc
current_design datamem

set clk_period 13.5
set clk_io_pct 0.2

create_clock -name clk0 -period $clk_period [get_ports {clk}]

set non_clock_inputs [all_inputs -no_clocks]
set_input_delay [expr $clk_period * $clk_io_pct] -clock clk0 $non_clock_inputs
set_output_delay [expr $clk_period * $clk_io_pct] -clock clk0 [all_outputs]
$ cat flow/design.v
module datamem(
    input clk,
    input writeEn,
    input [31:0]addr,
    input wire[2:0]func3,
    input wire[31:0] storeVal,       
    output reg[31:0] loadVal
);
reg [7:0] mem[0:40];
always@(posedge clk) begin
    if (writeEn) begin   
        case(func3)
        3'b010: begin           
            mem[addr    ] = storeVal[7:0];
            mem[addr + 1] = storeVal[15:8];
            mem[addr + 2] = storeVal[23:16];
            mem[addr + 3] = storeVal[31:24];
            end
        3'b001: begin           
            mem[addr    ] = storeVal[7:0];
            mem[addr + 1] = storeVal[15:8];
            end
        3'b000:                 
            mem[addr    ] = storeVal[7:0];
        endcase
    end
end
always @(*) begin
    case(func3)
    3'b000: loadVal = {{24{mem[addr][7]}}, mem[addr]};     
    3'b001: loadVal = {{16{mem[addr+1][7]}}, mem[addr + 1], mem[addr]};     
    3'b010: loadVal = {mem[addr + 3], mem[addr + 2], mem[addr + 1], mem[addr]};    
    3'b100: loadVal = {24'd0, mem[addr]};     
    3'b101: loadVal = {12'd0, mem[addr]};     
    endcase   
end
endmodule
$ cat flow/run.sh
#!/bin/bash
# OpenROAD 26Q1-2900-gdf79404cd8, Yosys 0.63+post, stock flow scripts
make -C /OpenROAD-flow-scripts/flow DESIGN_CONFIG=/design/flow/config.mk WORK_HOME=/design/flow/orfs finish
$ cat flow/config.mk
export PLATFORM = sky130hd
export DESIGN_NAME = datamem
export DESIGN_NICKNAME = datamem
export VERILOG_FILES = /design/flow/design.v
export SDC_FILE = /design/flow/constraint.sdc
export NUM_CORES = 4
export LEC_CHECK = 1
export CORE_UTILIZATION = 30
==> impl_metrics.json <==
{
  "crit_fanout": 46,
  "edf_count": 328,
  "place_area_um2": 35600,
  "synth_cells": 3078,
  "end_kind": "flip-flop",
  "mux_share": 0.407,
  "fp_util": 0.303,
  "grt_pass1_vias": 27800,
  "cts_resized": 0,
  "relSlewSlack": 0.309,
  "warnings": 55,
  "status": "finished, final reports clean",
  "clock_path_buffers": 3,
  "xor_area_frac": 0.00743,
  "globalplace.congestion": 1.13,
  "top_cell": "mux2i_1",
  "critPathLaunchType": "input port",
  "cts_tree": "done",
  "crit_slowest_cell": "buf_4",
  "yosys.area.top_type_share": 0.294,
  "numCtsBuffers": 42,
  "syn_area_um2": 33500,
  "ys_sh_adder": 0.00224,
  "period_used_share": 0.521,
  "std_cell_rows": 122,
  "fin_area_um2": 37100,
  "drt_wl_total_um": 170000,
  "final_util": 0.335,
  "grt-busiest-layer": "met2",
  "dp_hpwl_um": 121000,
  "path_clk_slew_ns": 0.07,
  "num_vias": 29000,
  "cp_data_arrival_time_ns": 7.33,
  "logic_family": "multiplexers",
  "post_cts_buffers": 0,
  "cpMostUsedCell": "buf_4",
  "io_pins": 101,
  "root_buffer": "clkbuf_16",
  "fmax_ghz": 0.142,
  "die_width_um": 336,
  "finalMaxSlewViolations": 0,
  "met3_usage": 0.190,
  "area_leaders": "edfxtp_1, mux4_2, mux2i_1, mux2_2, nand2_1",
  "aoi_share": 0.128,
  "core-area_um2": 111000,
  "antenna_found_initial": 16,
  "synth_top_cell_by_area": "edfxtp_1",
  "path_buffers": 4,
  "post_drt_wl_per_cell_um": 37.6,
  "path_cells": "buf_4, buf_4, ha_1, xor2_4, buf_4, and3_1, nand2_1, o211ai_1, buf_4",
  "grt_use_total": 0.312,
  "overflow": 0,
  "ys_cells": 3078,
  "crit_required_ns": 13.79,
  "hold_path.class": "input port to flip-flop",
  "dr.first_iter.drc_count": 3131,
  "drtPass1Iterations": 5,
  "grtUsageMet2": 0.443,
  "postSynth.asyncResetShare": 0,
  "via_per_inst": 6.43,
  "drive_above_1_share": 0.270,
  "grt_pass1_wl_um": 232000,
  "hold_violations": 0,
  "drc": 0,
  "cellPowerDensity_nw_per_um2": 86.7,
  "die-area_um2": 113000,
  "htreeDepth": 2,
  "syn_area_per_cell_um2": 10.9,
  "die_h_um": 336,
  "critPathTopFamily": "buffers and inverters",
  "synth_cell_type_count": 66,
  "period_needed_ns": 7.04,
  "cap_violations": 0,
  "syn2layout_area_growth_pct": 10.7,
  "fill_cells": 10900,
  "synthTopCellsByCount": "mux2i_1, mux4_2, edfxtp_1",
  "finalSetupViolCount": 0,
  "rsz0062_at_grt": "false",
  "static-leakage-power_nw": 13.3,
  "yosys_warnings": 1,
  "untimed_endpoints": 64,
  "grt_max_degree": 81,
  "unclocked_pins": 32,
  "postCtsHoldBufs": 0,
  "path_class": "input port to flip-flop",
  "yosys_most_used_dff": "edfxtp_1",
  "max_stage_delay_ns": 0.76,
  "portBuffers": 74,
  "tightest_slew_ns": 1.04,
  "synth-seq-cells": 360,
  "fin_tns_setup_ns": 0,
  "ir_worst_vdd_uv": 87.1,
  "synth-simple-area-share": 0.102,
  "ys_chip_area_um2": 33500,
  "use_met1": 0.376,
  "drtAntennaViolNets": 0
}
registers in the layout, summed over array words and instances (netlist names):
register / count
loadVal: 32
mem: 328
cell usage in the layout (no fill, tap or decap), types with 37 or more instances in the layout:
cell,synthesis,layout
nand3_1,46,46
o211ai_1,39,39
buf_4,9,139
nand2_1,327,327
edfxtp_1,328,328
clkdlybuf4s50_1,0,39
mux4_2,337,337
mux2i_1,416,416
o21ai_0,187,187
nor2_1,240,240
clkbuf_16,0,45
a21o_1,139,139
a211oi_1,148,148
nor3_1,37,37
mux2_2,166,166
cells by family (layout without fill, tap and decap cells):
logic type	count (synthesis)	count (layout)
AOI/OAI and AO/OA	647	647
xor gates and xnor gates	22	22
adders and majority gates	6	6
buffers and inverters	360	297
DFF	328	328
latches	32	32
muxes	919	919
other	0	11
and+or+nand+nor	764	764
per-stage QoR:
step	total power [mW]	hold slack (ns)	setup WS (ns)	std cells
6_report	3.22	2.79	6.46	4514
5_1_grt	3.27	2.80	6.48	4503
4_1_cts	3.19	2.77	6.66	4503
3_5_place_dp	1.98	3.38	6.08	4428
3_3_place_gp	1.98	3.39	6.13	4428
2_1_floorplan	1.65	2.92	7.04	3078
area by class of cell:
type                    count  area (um^2)  share of cell area
clock buffers              51         1150              0.0310
multi-input cells        2358        21700               0.586
repair buffers            213         1630              0.0441
flip-flops and latches    360        10300               0.279
inverters                   9         41.3             0.00111
clock inverters            24          298             0.00803
well taps                1488         1860              0.0502
diodes                     11         27.5            0.000742
per-layer routing:
metal | up-vias | wire length [um]
li1 | 11900 | -
met1 | 14300 | 58900
met2 | 2299 | 72600
met3 | 491 | 26700
met4 | 24 | 11100
met5 | - | 390
worst paths after layout:
kind              endpoint  cells after the start    startpoint
min   mem[40][3]$_DFFE_PP_                      4  storeVal[27]
max   mem[39][1]$_DFFE_PP_                      9       addr[1]
report_power, final:
group | total [mW] | internal [mW] | switching (mW)
logic | 0.833 | 0.295 | 0.538
clock network | 1.22 | 0.737 | 0.487
registers | 1.16 | 1.14 | 0.0146
total | 3.22 | 2.18 | 1.04
Power figures rest on the tool's default switching activity, not on a simulated workload.
