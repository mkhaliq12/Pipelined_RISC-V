`design/flow/design.v`:
```
module regFile(
    input clk,
    input enrd,
    input reset,
    input wire [4:0] rdsel,
    input wire [31:0] rd,
    input wire [4:0] rs1sel,
    input wire [4:0] rs2sel,
    output wire[31:0] rs1,
    output wire[31:0] rs2,
    output wire[31:0] out
);
integer i;
reg [31:0] registers[0:31];
always @(posedge clk) begin
    if(enrd) begin 
        registers[rdsel] <= rd;
        registers[0] <= 0;
    end
    if(reset) begin
        for (i = 0; i < 32; i = i + 1) begin
            registers[i] = 0;
        end
    end
end
assign rs1 = registers[rs1sel];
assign rs2 = registers[rs2sel];
assign out = registers[31];
endmodule
```
`design/flow/run.sh`:
```
#!/bin/bash
# OpenROAD 26Q1-2900-gdf79404cd8, Yosys 0.63+post, stock flow scripts
make -C /OpenROAD-flow-scripts/flow DESIGN_CONFIG=/design/flow/config.mk WORK_HOME=/design/flow/orfs finish
```
`design/flow/config.mk`:
```
export PLATFORM = sky130hd
export DESIGN_NAME = regFile
export DESIGN_NICKNAME = regFile
export VERILOG_FILES = /design/flow/design.v
export SDC_FILE = /design/flow/constraint.sdc
export NUM_CORES = 4
export LEC_CHECK = 1
export CORE_UTILIZATION = 40
```
`design/flow/constraint.sdc`:
```
current_design regFile

set clk_period 7.6
set clk_io_pct 0.2

create_clock -name clk0 -period $clk_period [get_ports {clk}]

set non_clock_inputs [all_inputs -no_clocks]
set_input_delay [expr $clk_period * $clk_io_pct] -clock clk0 $non_clock_inputs
set_output_delay [expr $clk_period * $clk_io_pct] -clock clk0 [all_outputs]
```
==> out/qor_table.md <==
| Item | Value | Unit |
|:---|:---|:---|
| Result of the run | complete, no violations | - |
| Wl on met1 | 87.0 | mm |
| Cell-internal power | 0.00914 | W |
| Drt total wl | 216 | mm |
| Sequential share of the synthesized area | 39.0 | % |
| Final number of hold-violating endpoints | 0 | - |
| Number of global-route vias before repair | 47.3k | - |
| Height of the die | 365 | microns |
| CP Class | in2out | - |
| I/O Buffers | 145 | - |
| CTS-repair resized insts | 0 | - |
| Peak supply drop | 204 | uV |
| Final setup viols | 0 | - |
| Total congestion overflow after global routing | 0 | - |
| Top cell type's share of synthesized area | 39.0 | % |
| Max Transition Viols Final | 0 | - |
| Cells along the critical path | clkdlybuf4s50_1 > nor2_4 > buf_4 > a22o_1 > nor3_1 > a31oi_1 > nand3_1 > clkdlybuf4s50_1 | - |
| Mean routed wirelength per cell | 25.6 | microns |
| Largest net degree at the start of global routing | 145 | - |
| Yosys cell count | 6845 | - |
| Summed standard-cell area reported by yosys | 52600 | sq um |
| CP startpoint kind | input pin | - |
| Tally of unique sky130hd cells used after synthesis | 27 | - |
| Path depth of the worst reg2reg path | 2 | - |
| Leak Pwr | 21.4 | nW |
| Clock Sinks | 1024 | - |
| Horizontal die size | 365 | microns |
| Max Cap Violations | 0 | - |
| Yosys warning total | 1 | - |
| TritonRoute pass-1 iters | 8 | - |
| Clk slew on worst S/H paths | 0.06 | ns |
| Minimum setup slack among reg-to-reg paths | 6.80 | ns |
| Final-layout setup total negative slack | 0 | ns |
| Required time at the endpoint of the critical path | 6.08 | ns |
| Endpoint of the worst-slack reg-to-reg timing path | registers[31][31] | - |
| Startpoint of the worst register-to-register path | registers[31][31] | - |
| Regs by FF count | registers (1024) | - |
| Topmost layer with routed signal wires | met5 | - |
| Placement row count | 132 | - |
| Share of cells above drive strength 1 | 6.17 | % |
| Worst setup path startpoint | rs2sel[0] | - |
| Post-cts hold buffer count | 0 | - |
| Placed wire-length estimate after detailed placement | 125 | mm |
| Worst EP arrival | 4.91 | ns |
| Number of buffers on the longest clock path | 3 | - |
| Combinational fraction of design power | 10.6 | % |
| F_max | 156 | MHz |
| Max reg flops | 1024 | - |
| Final Core Density | 45.5 | % |
| Total met2 wirelength after detailed routing | 92.0 | mm |
| Logic cell area | 29600 | sq um |
| Switching Fraction | 26.5 | % |
| TritonCTS clock tree | yes | - |
| Post-CTS setup buffer count | 0 | - |
| Power density over the cells | 210 | nW/um^2 |
| Number of H-tree levels | 3 | - |
| Classification of the worst-slack hold path | reg2reg | - |
| Mean number of vias per cell | 5.95 | - |
| Later-pin clock latency in the skew report | 0.71 | ns |
| Flip-flop and latch count after synthesis | 1024 | - |
| Critical path capture point | rs2[20] | - |
| CTS root buffer | sky130_fd_sc_hd__clkbuf_16 | - |
| Cell area leaders | sky130_fd_sc_hd__dfxtp_1, sky130_fd_sc_hd__mux2i_1, sky130_fd_sc_hd__nand2_1 | - |
| Global-route wire length before repair | 315 | mm |
| Total GRT Usage | 33.0 | % |
| Measured slew at the worst slew-check pin | 1.04 | ns |
| Peak per-stage delay on the critical path | 0.61 | ns |
| Number of top-level pins | 146 | - |
| Clock skew after layout | 0 | ns |
| Synth area leader | sky130_fd_sc_hd__dfxtp_1 | - |
| Log Warnings | 38 | - |
| CORE AREA | 130000 | sq um |
| CP most frequent cell | sky130_fd_sc_hd__clkdlybuf4s50_1 | - |
| Average cell area after synthesis | 7.69 | sq um |
| TritonCTS Buffers | 112 | - |
| Reg with most FFs | registers | - |
| Routed wl met3 | 27.8 | mm |
| Number of nets with antenna violations after routing | 0 | - |
| Unrepaired setup endpoints after global routing | false | - |
| Max FO, Critical Path | 32 | - |
| Slowest cell on crit path | sky130_fd_sc_hd__nor2_4 | - |
| Flop area | 20500 | sq um |
| Die Size | 133000 | sq um |
| DRC viols | 0 | - |
| Area growth from synthesis to layout | 12.5 | % |
| Synthesized instance count | 6845 | - |
| Slew HR | 30.4 | % |
| Clock share of power | 45.6 | % |
| Fill count | 12.5k | - |
| Post-route clock period utilization | 84.6 | % |
| Fp_density | 40.5 | % |
| Proportion of power drawn by flip-flops and latches | 43.7 | % |
| Antenna violations before repair | 5 | - |
| Min Tclk post-route | 6.43 | ns |
| Via count | 50.3k | - |
| Netlist Area Pre-Place | 52600 | sq um |
| Psw | 0.00329 | W |
| Initial DRC count | 5403 | - |
| Last weighted congestion value of the routability-driven placer | 0.955 | - |
| CP endpoint kind | output pin | - |
## power groups by stage
stage                 sequential (W)  clock, W  combinational [W]
final                        0.00543   0.00567            0.00132
after global routing         0.00544   0.00594            0.00137
after CTS                    0.00543   0.00571            0.00128
## cells in the mapped netlist, drive strengths merged
cell    number
a21oi     1184
dfxtp     1024
and2        39
nor3        65
mux2i     1024
nand2     2214
buf        241
clkbuf     417
nor3b        2
and3b        2
a31oi       64
or2          5
nand3      194
a22o       128
or3b         2
nand3b       2
nor2        36
nand2b       4
a22oi      192
nor2b        4
and3         2
## cell usage in the layout (no fill, tap or decap), drive strengths merged
master / instances
nand2b: 4
clkbuf: 166
a21oi: 1184
nand2: 2214
buf: 176
nand3b: 2
and3b: 2
or3b: 2
nor3: 65
dfxtp: 1024
and2: 39
bufinv: 9
nor2b: 4
mux2i: 1024
nand3: 194
inv: 3
a22o: 128
a31oi: 64
clkinv: 21
and3: 2
clkinvlp: 6
nor3b: 2
clkdlybuf4s50: 142
a22oi: 192
diode: 2
or2: 5
nor2: 36
## area by class of cell
class,instances,share of cell area (%)
Antenna cell,2,0.00846
Clock inverter,39,0.831
Tap cell,1742,3.68
Sequential cell,1024,34.6
Multi-Input combinational cell,5163,50.0
Timing Repair Buffer,318,5.28
Clock buffer,166,5.57
## per-layer routing
layer  up-vias  GRT usage, %
met1     24100          45.7
li1      23000             -
met3       567          12.3
met5         -         0.581
met4         8          12.0
met2      2687          47.6
## kinds of logic (layout without fill, tap and decap cells)
kind of cell	count (synthesis)	in the layout	share of synthesized area, %
AND/OR/NAND/NOR	2571	2571	19.4
AND-OR/OR-AND	1568	1568	16.9
multiplexers	1024	1024	19.5
flip-flops	1024	1024	39.0
buffers and inverters	658	523	5.30
other	0	2	0
## worst min-delay path by stage
stage,from,endpoint,slack [ns],cells after the start
after CTS,registers[4][27],registers[4][27],0.47,2
after global routing,registers[24][25],registers[24][25],0.48,2
final,registers[29][5],registers[29][5],0.46,2
## metrics by stage
step	hold slack, ns	setup WS (ns)	power, W	cell area [sq um]	instances
after floorplan	0.448	3.39	0.00629	52600	6845
after global placement	0.453	1.36	0.00683	55400	8247
after detailed placement	0.459	1.34	0.00683	55400	8247
after CTS	0.467	1.34	0.0124	59200	8452
after global routing	0.482	1.20	0.0127	59200	8453
final	0.465	1.17	0.0124	59200	8454
## critical path, delay by kind of cell
kind / cells / cell delay, ns
AND/OR/NAND/NOR: 3 / 0.97
AND-OR/OR-AND: 2 / 0.72
buffers and inverters: 3 / 1.63
Power figures rest on the tool's default switching activity, not on a simulated workload.
