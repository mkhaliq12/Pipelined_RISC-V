==> design/flow/design.v <==
module programMem(
    input wire[31:0] address,
    output reg[31:0] ins
);
reg[7:0] ROM[0:30];
always @(*) begin    
    ROM[0] = 8'h00;  
    ROM[1] = 8'h10; 
    ROM[2] = 8'h20;  
    ROM[3] = 8'h30;  
    ROM[4] = 8'h40;  
    ROM[5] = 8'h50; 
    ROM[6] = 8'h60; 
    ROM[7] = 8'h70; 
    ROM[8] = 8'h80;  
    ROM[9] = 8'h90; 
    ROM[10] = 8'ha0; 
    ROM[11] = 8'hb0; 
    ROM[12] = 8'hc0; 
    ROM[13] = 8'hd0; 
    ROM[14] = 8'he0;  
    ROM[15] = 8'hf0;
    ins = {ROM[address +3], ROM[address + 2], ROM[address + 1], ROM[address]};
end
endmodule
==> design/flow/run.sh <==
#!/bin/bash
# OpenROAD 26Q1-2900-gdf79404cd8, Yosys 0.63+post, stock flow scripts
make -C /OpenROAD-flow-scripts/flow DESIGN_CONFIG=/design/flow/config.mk WORK_HOME=/design/flow/orfs finish
==> design/flow/config.mk <==
export PLATFORM = sky130hd
export DESIGN_NAME = programMem
export DESIGN_NICKNAME = programMem
export VERILOG_FILES = /design/flow/design.v
export SDC_FILE = /design/flow/constraint.sdc
export NUM_CORES = 4
export LEC_CHECK = 1
export CORE_AREA = 10 10 70 70
export DIE_AREA = 0 0 80 80
==> design/flow/constraint.sdc <==
current_design programMem

set clk_period 2.5
set clk_io_pct 0.2

create_clock -name clk0 -period $clk_period

set non_clock_inputs [all_inputs -no_clocks]
set_input_delay [expr $clk_period * $clk_io_pct] -clock clk0 $non_clock_inputs
set_output_delay [expr $clk_period * $clk_io_pct] -clock clk0 [all_outputs]
==> Implementation_results.wiki <==
== Implementation results ==
{| class="wikitable"
! Metric !! Value
|-
| Outcome || complete, no violations
|-
| Crit share post-route || 0.972
|-
| Critical path peak fanout || 4
|-
| Core area || 3420 um2
|-
| Detailed Route WL || 1460 um
|-
| CP Buf/Inv Count || 3
|-
| Smallest hold slack || 1.66 ns
|-
| Area of the mapped netlist || roughly 460 um2
|-
| CP Depth || 5
|-
| Power per cell area || roughly 150 nW/um2
|-
| Floorplan row count || 21
|-
| Cell with the largest stage delay on the worst path || sky130_fd_sc_hd__clkdlybuf4s50_1
|-
| Total global routing overflow || 0
|-
| Cts-stage hold buffer count || 0
|-
| Stage delay of the slowest cell on the critical path || 0.50 ns
|-
| Initial standard-cell utilization of the core || 0.134
|-
| Number of placed I/O pins || between 60 and 70
|-
| Post-synth seq share || 0
|-
| Total tool warning count || approximately 60
|-
| Layout clock buffer count || 0
|-
| Peak VDD IR || approximately 0.00006 V
|-
| Routability congestion estimate || 0.780
|-
| Endpoints failing hold || 0
|-
| Mapped Cells || 67
|-
| FMAX || around 400 MHz
|-
| Type of origin of the critical path || primary input
|-
| Global-route wire length before repair || 2140 um
|-
| Worst Setup End Kind || primary output
|-
| Cell-by-cell trace of the critical path || clkdlybuf4s50_1 -> inv_2 -> ha_4 -> and2_1 -> clkdlybuf4s50_1
|-
| Vias after detailed routing || 465
|-
| 1st-iter DRT viols || 26
|-
| Remaining antenna violation count || 0
|-
| Syn. warnings || 122
|-
| Via count of the first global-routing pass || approximately 460
|-
| Critical setup path kind || primary input to primary output
|-
| Chip Area || 6400 um2
|-
| Postcts setup bufs || 0
|-
| Required time worst endpoint || 2.00 ns
|-
| Number of cells in Yosys stat || 67
|-
| Sequential cell count of the final layout || 0
|-
| Count of buffers inserted at the top-level ports || 21
|-
| Post-synth cell types || 28
|-
| Most common cell type on the critical path || sky130_fd_sc_hd__clkdlybuf4s50_1
|-
| Number of optimization iterations in the first detailed-route pass || 4
|-
| Gr usage total || 0.0409
|-
| Worst hold path cell count || 3
|-
| P_leak || 0.331 nW
|-
| Die Wd || 80 um
|-
| Floorplan die height || 80 um
|-
| Min Tclk post-route || 2.43 ns
|-
| Area growth, synth to finish || 60.9%
|-
| Final cell utilization of the core || 0.216
|-
| Filler cells || about 400
|-
| Detail-routed net length per standard cell || about 10 um
|-
| Average size of a mapped cell || 6.83 um2
|-
| Worst Path Arrival || about 1.9 ns
|-
| Final antenna diode count || 0
|-
| Fraction of final layout cells with drive strength greater than 1 || 0.242
|-
| Largest net degree at the start of global routing || 10
|-
| Number of failing setup endpoints in the final timing report || 0
|-
| Pins over their slew limit || 0
|-
| Cell family with most CP delay || buffers and inverters
|-
| Via-to-Cell Ratio || 3.30
|-
| Yosys stat chip area || 458 um2
|-
| Path category of the worst min-delay check || primary input to primary output
|-
| # Max-Cap Violations || 0
|-
| Antenna violations before repair || 0
|-
| Remaining routing DRC violations || 0
|-
| Detailed Place HPWL || 1270 um
|-
| Sequential cell area || 0 um2
|}
-- power by group --
group | internal (W) | total (W) | switching, W
sequential | 0 | 0 | 0
combinational | 0.0000690 | 0.000110 | 0.0000407
clock | 0 | 0 | 0
-- layer usage --
layer	routed length [um]	up-vias	global-route usage
li1	-	244	-
met1	709	197	0.0547
met2	621	24	0.0674
met3	125	0	0.0114
met4	0	0	0
met5	0	-	0
-- metrics by stage --
stage	setup TNS [ns]	setup WS, ns	total power, W	cell area (um2)	std cells
after floorplan	0	0.803	0.0000630	514	82
after global placement	-1.72	-0.213	0.000114	721	141
after detailed placement	-1.66	-0.224	0.000113	721	141
after CTS	0	0.00741	0.000111	718	141
after global routing	-0.00112	-0.00112	0.000125	737	141
final	0	0.0703	0.000110	737	141
-- layout make-up --
type,count,area (um2),area share
timing repair buffer,34,307,0.416
multi-input combinational,58,362,0.491
inverter,3,11.3,0.0153
tap,46,57.6,0.0781
-- cells by family (layout without fill, tap and decap cells) --
kind of cell             Yosys count  count (layout)  share of synthesized area
adder cells (fa/ha/maj)            3               3                     0.0820
other                              1              16                    0.00819
XOR/XNOR                           5               5                      0.112
AND-OR/OR-AND                      8               8                      0.137
AND/OR/NAND/NOR                   26              26                      0.290
buffers and inverters             24              37                      0.372
-- layout by cell type, fill, tap and decap left out, drive strengths merged --
master,n
a21o,1
a21oi,2
a31o,2
and2,4
buf,13
clkdlybuf4s15,1
clkdlybuf4s50,16
conb,16
dlygate4sd2,4
ha,3
inv,3
nand2,5
nand3,2
nand3b,1
nand4,1
nor2,9
nor2b,1
nor3,3
o21a,1
o21bai,1
o311ai,1
xnor2,4
xor2,1
-- synthesized netlist by cell type --
| cell | instances | area share |
|---|---|---|
| sky130_fd_sc_hd__nor2b_1 | 1 | 0.014 |
| sky130_fd_sc_hd__inv_1 | 3 | 0.025 |
| sky130_fd_sc_hd__nand4_1 | 1 | 0.014 |
| sky130_fd_sc_hd__conb_1 | 1 | 0.0082 |
| sky130_fd_sc_hd__o21bai_1 | 1 | 0.016 |
| sky130_fd_sc_hd__nor2_1 | 9 | 0.074 |
| sky130_fd_sc_hd__nand3_1 | 1 | 0.011 |
| sky130_fd_sc_hd__nand2_2 | 1 | 0.014 |
| sky130_fd_sc_hd__nand2_1 | 4 | 0.033 |
| sky130_fd_sc_hd__nor3_1 | 3 | 0.033 |
| sky130_fd_sc_hd__o311ai_1 | 1 | 0.019 |
| sky130_fd_sc_hd__ha_1 | 3 | 0.082 |
| sky130_fd_sc_hd__nand3b_1 | 1 | 0.016 |
| sky130_fd_sc_hd__buf_2 | 1 | 0.011 |
| sky130_fd_sc_hd__buf_6 | 1 | 0.025 |
| sky130_fd_sc_hd__a31o_1 | 1 | 0.019 |
| sky130_fd_sc_hd__and2_4 | 1 | 0.019 |
| sky130_fd_sc_hd__xnor2_2 | 1 | 0.036 |
| sky130_fd_sc_hd__a31o_2 | 1 | 0.019 |
| sky130_fd_sc_hd__xnor2_1 | 3 | 0.057 |
| sky130_fd_sc_hd__nand3_2 | 1 | 0.022 |
| sky130_fd_sc_hd__o21a_1 | 1 | 0.016 |
| sky130_fd_sc_hd__a21o_1 | 1 | 0.016 |
| sky130_fd_sc_hd__buf_4 | 19 | 0.31 |
| sky130_fd_sc_hd__xor2_1 | 1 | 0.019 |
| sky130_fd_sc_hd__a21oi_1 | 1 | 0.011 |
| sky130_fd_sc_hd__a21oi_2 | 1 | 0.019 |
| sky130_fd_sc_hd__and2_1 | 3 | 0.041 |
-- worst paths after layout --
check | startpoint | end | slack (ns)
setup / recovery | address[4] | ins[15] | 0.07
hold / removal | address[3] | ins[31] | 1.66
-- timing repair --
item / CTS / global route
pin swaps: 1 / 1
endpoints found under the setup margin: 13 / 3
gates resized: 6 / 5
-- worst min-delay path: stages --
cell                            delay, ns
sky130_fd_sc_hd__dlygate4sd2_1       0.30
sky130_fd_sc_hd__o311ai_1            0.12
sky130_fd_sc_hd__dlygate4sd2_1       0.25
No activity file was given, so power comes from the tool's default toggle rates.
